===== flow/run.sh =====
#!/bin/bash
# OpenROAD 26Q1-2900-gdf79404cd8, Yosys 0.63+post, stock flow scripts
make -C /OpenROAD-flow-scripts/flow DESIGN_CONFIG=/design/flow/config.mk WORK_HOME=/design/flow/orfs finish

===== flow/config.mk =====
export PLATFORM = sky130hd
export DESIGN_NAME = ls42
export DESIGN_NICKNAME = ls42
export VERILOG_FILES = /design/flow/design.v
export SDC_FILE = /design/flow/constraint.sdc
export NUM_CORES = 4
export LEC_CHECK = 1
export CORE_AREA = 10 10 70 70
export DIE_AREA = 0 0 80 80

===== flow/constraint.sdc =====
current_design ls42

set clk_period 1.0
set clk_io_pct 0.2

create_clock -name clk0 -period $clk_period

set non_clock_inputs [all_inputs -no_clocks]
set_input_delay [expr $clk_period * $clk_io_pct] -clock clk0 $non_clock_inputs
set_output_delay [expr $clk_period * $clk_io_pct] -clock clk0 [all_outputs]

===== flow/design.v =====
module ls42(_0, _1, _2, _3, _4, _5, _6, _7, _8, _9, _A, _B, _C, _D);
	input wire _A, _B, _C, _D; 
	output wire _0, _1, _2, _3, _4, _5, _6, _7, _8, _9;
	wire _A_INV, _B_INV, _C_INV, _D_INV;
	wire _A_BUF, _B_BUF, _C_BUF, _D_BUF;
	not(_A_INV, _A);
	not(_B_INV, _B);
	not(_C_INV, _C);
	not(_D_INV, _D);
	not(_A_BUF, _A_INV);
	not(_B_BUF, _B_INV);
	not(_C_BUF, _C_INV);
	not(_D_BUF, _D_INV);
	nand(_0, _D_INV, _C_INV, _B_INV, _A_INV);
	nand(_1, _D_INV, _C_INV, _B_INV, _A_BUF);
	nand(_2, _D_INV, _C_INV, _B_BUF, _A_INV);
	nand(_3, _D_INV, _C_INV, _B_BUF, _A_BUF);
	nand(_4, _D_INV, _C_BUF, _B_INV, _A_INV);
	nand(_5, _D_INV, _C_BUF, _B_INV, _A_BUF);
	nand(_6, _D_INV, _C_BUF, _B_BUF, _A_INV);
	nand(_7, _D_INV, _C_BUF, _B_BUF, _A_BUF);
	nand(_8, _D_BUF, _C_INV, _B_INV, _A_INV);
	nand(_9, _D_BUF, _C_INV, _B_INV, _A_BUF);
endmodule

==> flow_metrics.env <==
# source this file to load flow results
export IMPL_largest_area_cell="nand4bb_1"
export IMPL_antenna_found_initial=0
export IMPL_p_clk_frac=0
export IMPL_fp_util=0.0297
export IMPL_rsz0062_at_grt="yes"
export IMPL_ant_nets=0
export IMPL_intPower_uw=48.1
export IMPL_slew_headroom=0.944
export IMPL_seqPwrFrac=0
export IMPL_power_switching_uw=23.0
export IMPL_final_common_cell="buf_2"
export IMPL_antenna_cells=0
export IMPL_tool_warnings=34
export IMPL_ys_area_um2=101
export IMPL_gr_usage_all_layers=0.0132
export IMPL_violations="setup timing"
export IMPL_crit_cells=3
export IMPL_max_freq_ghz=0.878
export IMPL_dp_hpwl_um=476
export IMPL_ys_seq_frac=0
export IMPL_synth_cells=10
export IMPL_wl_um=546
export IMPL_post_cts_buffers=0
export IMPL_first_global_vias=135
export IMPL_hold_class="primary input to output port"
export IMPL_yosys_cells=10
export IMPL_path_class="primary input to output port"
export IMPL_crit_chain="buf_8 -> or4_1 -> buf_2"
export IMPL_critPathMaxStageDelay_ns=0.51
export IMPL_status="finished, violations left"
export IMPL_post_drt_wl_per_cell_um=7.38
export IMPL_drc=0
export IMPL_setup_worst_path_start_class="primary input"
export IMPL_die_area_mm2=0.00640
export IMPL_synth_cell_types=4
export IMPL_nClkBuffers=0
export IMPL_die_x_um=80
export IMPL_worstMarginPinSlew_ns=0.0839
export IMPL_cts_hold_buf=0
export IMPL_cp_num_buf_inv=2
export IMPL_die_y_um=80
export IMPL_drtIter0Drc=2
export IMPL_num_rows=21
export IMPL_powerDensity_mw_per_mm2=241
export IMPL_yosysWarnings=0
export IMPL_yosys_top_cells_area="nand4bb_1 44%, or4b_1 40%, nand4b_1 8.6%"
export IMPL_ios=14
export IMPL_stdcell_count=74
export IMPL_worst_slack_ns=-0.138
export IMPL_port_buffers=14
export IMPL_cap_violations=0
export IMPL_period_minus_slack_ns=1.14
export IMPL_dr_total_vias=166
export IMPL_final_max_slew_viol_count=0
export IMPL_drive_gt1_frac=0.643
export IMPL_fp_coreArea_mm2=0.00342
export IMPL_n_sequential_cell=0
export IMPL_place_congestion=0.694
export IMPL_grt_pass1_wl_um=696
export IMPL_place_area_um2=329
export IMPL_avgSynthCellArea_um2=10.1
export IMPL_area_growth_pct=191
export IMPL_grt_ovfl_total=0
export IMPL_most_common_layout_cells="8 x buf_2, 4 x or4b_1, 4 x nand4bb_1, 4 x buf_4, 3 x buf_8"
export IMPL_power_frac_comb=1.000
export IMPL_ir_drop_mv=0.0397
export IMPL_drtPass1Iterations=2
export IMPL_hold_viol_final=0
export IMPL_critPathSlowestCell="or4_1"
export IMPL_netlist_area_um2=101
export IMPL_grt_max_degree=7
export IMPL_finalInstanceArea_um2=295
export IMPL_endpoint_kind="output port"
export IMPL_final_util=0.0864
export IMPL_placed_cells=74
export IMPL_p_leak_nw=0.0928
export IMPL_totalPowerFinal_uw=71.1
export IMPL_holdPathStages=3
export IMPL_fin_crit_sh=1.14
export IMPL_p_sw_frac=0.323
export IMPL_ff_latch_area_um2=0
export IMPL_path_max_fanout=6
export IMPL_vias_per_cell=2.24
export IMPL_path_delay_family="simple AND/OR/NAND/NOR gates"
export IMPL_finalSetupViolCount=5
export IMPL_cp_arrival_ns=0.94
export IMPL_synth_top_cell_area_share=0.444
export IMPL_required_ns=0.80
-- kinds of logic (layout without fill, tap and decap cells) --
family / Yosys count / after routing / share of synthesized area
and+or+nand+nor: 10 / 10 / 1.00
buffers and inverters: 0 / 18 / 0
-- final timing paths --
check	from	endpoint	slack, ns
max	_B	_0	-0.14
min	_D	_4	0.65
-- area by class of cell --
cell class	count	area (um^2)
Fill cell	408	3120
Tap cell	46	57.6
Multi-Input combinational cell	10	101
Timing Repair Buffer	18	136
-- metal layers --
layer | share of wire | up-vias | track usage
met4 | 0 | 0 | 0
met5 | 0 | - | 0
li1 | - | 86 | -
met3 | 0.29 | 0 | 0.0170
met2 | 0.23 | 14 | 0.0128
met1 | 0.47 | 66 | 0.0171
-- timing repair --
| action | 4_1_cts | 5_1_grt |
|---|---|---|
| endpoints found under the setup margin | 10 | 7 |
| pin swaps | 5 | 3 |
| resized | 54 | 3 |
-- per-stage QoR --
step	setup slack (ns)	hold slack [ns]	TNS, ns
2_1_floorplan	0.136	0.438	0
3_3_place_gp	-0.844	1.52	-7.55
3_5_place_dp	-0.857	1.52	-7.72
4_1_cts	-0.141	0.656	-0.671
5_1_grt	-0.171	0.663	-0.769
6_report	-0.138	0.645	-0.649
-- synth_stat cells --
| cell type | n |
|---|---|
| nand4bb_1 | 4 |
| or4b_1 | 4 |
| nand4b_1 | 1 |
| or4_1 | 1 |
-- power groups by stage --
stage / Sequential [mW] / Clock, mW / Combinational [mW]
after CTS: 0 / 0 / 0.0718
after global routing: 0 / 0 / 0.0781
final: 0 / 0 / 0.0711
Power and IR drop assume default switching activity.
