File: ./constraint.sdc
current_design ls138

set clk_period 2.7
set clk_io_pct 0.2

create_clock -name clk0 -period $clk_period

set non_clock_inputs [all_inputs -no_clocks]
set_input_delay [expr $clk_period * $clk_io_pct] -clock clk0 $non_clock_inputs
set_output_delay [expr $clk_period * $clk_io_pct] -clock clk0 [all_outputs]
File: ./design.v
module ls138(_A, _B, _C, _G1, _G2A, _G2B, _Y0, _Y1, _Y2, _Y3, _Y4, _Y5, _Y6, _Y7);
	input wire _A, _B, _C, _G1, _G2A, _G2B;
	output wire _Y0, _Y1, _Y2, _Y3, _Y4, _Y5, _Y6, _Y7;
	wire _G1_INV, _ENABLE, _A_INV, _B_INV, _C_INV, _A_BUF, _B_BUF, _C_BUF;
	not(_G1_INV, _G1);
	nor(_ENABLE, _G1_INV, _G2A, _G2B);
	not(_A_INV, _A);
	not(_B_INV, _B);
	not(_C_INV, _C);
	not(_A_BUF, _A_INV);
	not(_B_BUF, _B_INV);
	not(_C_BUF, _C_INV);
	nand(_Y0, _ENABLE, _C_INV, _B_INV, _A_INV);
	nand(_Y1, _ENABLE, _C_INV, _B_INV, _A_BUF);
	nand(_Y2, _ENABLE, _C_INV, _B_BUF, _A_INV);
	nand(_Y3, _ENABLE, _C_INV, _B_BUF, _A_BUF);
	nand(_Y4, _ENABLE, _C_BUF, _B_INV, _A_INV);
	nand(_Y5, _ENABLE, _C_BUF, _B_INV, _A_BUF);
	nand(_Y6, _ENABLE, _C_BUF, _B_BUF, _A_INV);
	nand(_Y7, _ENABLE, _C_BUF, _B_BUF, _A_BUF);
endmodule
File: ./config.mk
export PLATFORM = sky130hd
export DESIGN_NAME = ls138
export DESIGN_NICKNAME = ls138
export VERILOG_FILES = /design/flow/design.v
export SDC_FILE = /design/flow/constraint.sdc
export NUM_CORES = 4
export LEC_CHECK = 1
export CORE_AREA = 10 10 70 70
export DIE_AREA = 0 0 80 80
File: ./run.sh
#!/bin/bash
# OpenROAD 26Q1-2900-gdf79404cd8, Yosys 0.63+post, stock flow scripts
make -C /OpenROAD-flow-scripts/flow DESIGN_CONFIG=/design/flow/config.mk WORK_HOME=/design/flow/orfs finish
==> results.json <==
{
  "status": "complete, no violations",
  "io_buffers": 14,
  "aoi_share_pct": 0,
  "hold_slack_ns": 2.14,
  "postSynthCellCount": 14,
  "rsz0062_at_grt": "false",
  "grt_pass1_wl_microns": 683,
  "setup_viol": 0,
  "cp.required_ns": 2.16,
  "gp_congestion": 0.725,
  "fill_cells": 403,
  "vias": 155,
  "mostFrequentLayoutCell": "clkdlybuf4s50_1",
  "drtPass1Iterations": 1,
  "flop-count": 0,
  "gr-total-overflow": 0,
  "cp-end-kind": "output pin",
  "nClkBuffers": 0,
  "drive_gt1_share_pct": 14.3,
  "power.static_leakage_uw": 0.0000841,
  "seqCellArea_sq_um": 0,
  "yosys.stat.chipArea_sq_um": 90.1,
  "critPathMaxFanout": 4,
  "drc_errors": 0,
  "wl_microns": 510,
  "warning_count": 32,
  "diodes": 0,
  "hold_buffers": 0,
  "mostFrequentLayoutCells": "clkdlybuf4s50_1, nand2_1, nor3b_2, nand3_1",
  "netlist_area_sq_um": 90.1,
  "area_delta_synth_final_pct": 219,
  "arrival_ns": 1.84,
  "dieArea_sq_mm": 0.00640,
  "top_area_cell": "nor3b_2",
  "crit_path_start_kind": "primary input",
  "dp_hpwl_microns": 473,
  "vdd_ir_drop_max_v": 0.00000731,
  "comb_area_sq_um": 90.1,
  "grt_max_degree": 6,
  "die_x_microns": 80,
  "hp-class": "in2out",
  "synth_cell_types": 7,
  "cts_resized": 0,
  "synthTopCellsByArea": "nor3b_2, nand2_1, and3b_2",
  "setup_tns_ns": 0,
  "seq_area_frac_synth_pct": 0,
  "fmax_mhz": 421,
  "chipHeight_microns": 80,
  "period_used_pct": 88.0,
  "synthXorXnorAreaFrac_pct": 0,
  "crit_type": "in2out",
  "topCombFamilyByArea": "simple AND/OR/NAND/NOR gates",
  "drt.antenna.violating_nets": 0,
  "period_needed_ns": 2.38,
  "synth.cellmix.adderShare_pct": 0,
  "ys_sh_mux_pct": 0,
  "drv_slew": 0,
  "viasPerCell": 2.09,
  "synth.avg_cell_area_sq_um": 6.43,
  "tightest_slew_ns": 0.280,
  "grt.total_usage_pct": 1.27,
  "power_density_mw_per_mm2": 68.7,
  "yosysWarnings": 0,
  "drt_iter0_markers": 0,
  "rows": 21,
  "coreArea_sq_mm": 0.00342,
  "post_cts_buffers": 0,
  "cap_violations": 0,
  "grt_pass1_vias": 142,
  "hold_viol_final": 0,
  "routedWlPerCell_microns": 6.89,
  "yosys.area.top_type_share_pct": 27.8,
  "initCoreUtil_pct": 2.64,
  "ys_cells": 14,
  "max_slew_margin_pct": 81.2,
  "simple_gate_area_share_pct": 100,
  "antenna_found_initial": 0,
  "ios": 14
}
[worst paths after layout]
kind	endpoint	cells past startpoint	slack [ns]	from
worst max-delay path	_Y6	4	0.32	_G2A
worst min-delay path	_Y2	3	2.14	_B
[stage by stage]
| step | cells | setup slack, ns | cell area (sq um) | power, uW | utilization [%] |
|---|---|---|---|---|---|
| 3_5_place_dp | 74 | 0.309 | 288 | 19.9 | 8.42 |
| 6_report | 74 | 0.324 | 288 | 19.8 | 8.42 |
| 2_1_floorplan | 14 | 1.33 | 90.1 | 5.11 | - |
| 5_1_grt | 74 | 0.259 | 288 | 21.6 | 8.42 |
| 3_3_place_gp | 74 | 0.309 | 288 | 20.0 | 8.42 |
| 4_1_cts | 74 | 0.300 | 288 | 20.1 | 8.42 |
[Yosys cell counts (all sizes together)]
cell type / count
nand2: 6
and3b: 2
nand3: 2
nor3b: 2
nor2: 1
nor3: 1
[critical path: stages]
cell and delay, ns:
clkdlybuf4s50_1 0.49, and3b_2 0.24, nand3_1 0.10, clkdlybuf4s50_1 0.48
[layout make-up]
cell class | count | area share (%)
Tap cell | 46 | 20.0
Multi-Input combinational cell | 14 | 31.3
Timing Repair Buffer | 14 | 48.7
[layer usage]
metal | track usage [%] | share of wire, % | up-vias
met4 | 0 | 0 | 0
met1 | 1.58 | 43 | 68
li1 | - | - | 79
met5 | 0 | 0 | -
met2 | 2.25 | 45 | 8
met3 | 0.341 | 12 | 0
[cell families (layout without fill, tap and decap cells)]
family                 count (synthesis)  after routing
buffers and inverters                  0             14
and+or+nand+nor                       14             14
[report_power, final]
part           total [uW]  internal [uW]  switching, uW
combinational        19.8           12.6           7.14
sequential              0              0              0
clock                   0              0              0
Power is estimated from default activity; no workload was simulated.
