<file path="flow/run.sh">
#!/bin/bash
# OpenROAD 26Q1-2900-gdf79404cd8, Yosys 0.63+post, stock flow scripts
make -C /OpenROAD-flow-scripts/flow DESIGN_CONFIG=/design/flow/config.mk WORK_HOME=/design/flow/orfs finish
</file>
<file path="flow/config.mk">
export PLATFORM = sky130hd
export DESIGN_NAME = video_dynamic_ram_address_selector
export DESIGN_NICKNAME = video_dynamic_ram_address_selector
export VERILOG_FILES = /design/flow/design.v
export SDC_FILE = /design/flow/constraint.sdc
export NUM_CORES = 4
export LEC_CHECK = 1
export CORE_AREA = 10 10 70 70
export DIE_AREA = 0 0 80 80
</file>
<file path="flow/constraint.sdc">
current_design video_dynamic_ram_address_selector

set clk_period 1.5
set clk_io_pct 0.2

create_clock -name clk0 -period $clk_period

set non_clock_inputs [all_inputs -no_clocks]
set_input_delay [expr $clk_period * $clk_io_pct] -clock clk0 $non_clock_inputs
set_output_delay [expr $clk_period * $clk_io_pct] -clock clk0 [all_outputs]
</file>
<file path="flow/design.v">
module ls153(_A, _B, _1G, _1C0, _1C1, _1C2, _1C3, _1Y, _2G, _2C0, _2C1, _2C2, _2C3, _2Y);
	input wire _A, _B, _1G, _1C0, _1C1, _1C2, _1C3, _2G, _2C0, _2C1, _2C2, _2C3; 
	output wire _1Y, _2Y;
	wire _A_INV, _B_INV, _1G_INV, _2G_INV, _A_BUF, _B_BUF;
	not(_1G_INV, _1G);
	not(_2G_INV, _2G);
	not(_A_INV, _A);
	not(_B_INV, _B);
	not(_A_BUF, _A_INV);
	not(_B_BUF, _B_INV);
	and(_1C_AND0, _1G_INV, _B_INV, _A_INV, _1C0);
	and(_1C_AND1, _1G_INV, _B_INV, _A_BUF, _1C1);
	and(_1C_AND2, _1G_INV, _B_BUF, _A_INV, _1C2);
	and(_1C_AND3, _1G_INV, _B_BUF, _A_BUF, _1C3);
	and(_2C_AND0, _1G_INV, _B_INV, _A_INV, _2C0);
	and(_2C_AND1, _1G_INV, _B_INV, _A_BUF, _2C1);
	and(_2C_AND2, _1G_INV, _B_BUF, _A_INV, _2C2);
	and(_2C_AND3, _1G_INV, _B_BUF, _A_BUF, _2C3);
	or(_1Y, _1C_AND0, _1C_AND1, _1C_AND2, _1C_AND3);
	or(_2Y, _2C_AND0, _2C_AND1, _2C_AND2, _2C_AND3);
endmodule
module video_dynamic_ram_address_selector(
	input wire XG,
	input wire K2_AL,
	input wire AVAX13,
	input wire AVAX12,
	input wire AVAX11,
	input wire AVAX10,
	input wire AVAX9,
	input wire AVAX8,
	input wire AVAX7,
	input wire AVAX6,
	input wire AVAX5,
	input wire AVAX4,
	input wire AVAX3,
	input wire AVAX2,
	input wire AVAX1,
	input wire AVAX0,
	input wire AVBX13,
	input wire AVBX12,
	input wire AVBX11,
	input wire AVBX10,
	input wire AVBX9,
	input wire AVBX8,
	input wire AVBX7,
	input wire AVBX6,
	input wire AVBX5,
	input wire AVBX4,
	input wire AVBX3,
	input wire AVBX2,
	input wire AVBX1,
	input wire AVBX0,
	input wire ABX13,
	input wire ABX12,
	input wire ABX11,
	input wire ABX10,
	input wire ABX9,
	input wire ABX8,
	input wire ABX7,
	input wire ABX6,
	input wire ABX5,
	input wire ABX4,
	input wire ABX3,
	input wire ABX2,
	input wire ABX1,
	input wire ABX0,
	output wire XXA6,
	output wire XXA5,
	output wire XXA4,
	output wire XXA3,
	output wire XXA2,
	output wire XXA1,
	output wire XXA0,
	output wire XXB6,
	output wire XXB5,
	output wire XXB4,
	output wire XXB3,
	output wire XXB2,
	output wire XXB1,
	output wire XXB0,
	output wire WE,
	input wire IC17_8_TO_IC42_2_AND_IC43_2_AND_IC44_2_AND_IC45_2_AND_IC46_2_AND_IC47_2_AND_IC48_2_AND_IC49_2 
);
	ls153 IC42(._A(XG), ._B(IC17_8_TO_IC42_2_AND_IC43_2_AND_IC44_2_AND_IC45_2_AND_IC46_2_AND_IC47_2_AND_IC48_2_AND_IC49_2), ._1G(1'b0), ._1C0(ABX0), ._1C1(ABX7), ._1C2(AVAX6), ._1C3(AVAX13), ._1Y(XXA6), ._2G(1'b0), ._2C0(1'b0), ._2C1(1'b1), ._2C2(1'b0), ._2C3(1'b0), ._2Y(WE));
	ls153 IC43(._A(XG), ._B(IC17_8_TO_IC42_2_AND_IC43_2_AND_IC44_2_AND_IC45_2_AND_IC46_2_AND_IC47_2_AND_IC48_2_AND_IC49_2), ._1G(1'b0), ._1C0(ABX12), ._1C1(ABX5), ._1C2(AVAX4), ._1C3(AVAX11), ._1Y(XXA4), ._2G(1'b0), ._2C0(ABX13), ._2C1(ABX6), ._2C2(AVAX5), ._2C3(AVAX12), ._2Y(XXA5));
	ls153 IC44(._A(XG), ._B(IC17_8_TO_IC42_2_AND_IC43_2_AND_IC44_2_AND_IC45_2_AND_IC46_2_AND_IC47_2_AND_IC48_2_AND_IC49_2), ._1G(1'b0), ._1C0(ABX10), ._1C1(ABX3), ._1C2(AVAX2), ._1C3(AVAX9), ._1Y(XXA2), ._2G(1'b0), ._2C0(ABX11), ._2C1(ABX4), ._2C2(AVAX3), ._2C3(AVAX10), ._2Y(XXA3));
	ls153 IC45(._A(XG), ._B(IC17_8_TO_IC42_2_AND_IC43_2_AND_IC44_2_AND_IC45_2_AND_IC46_2_AND_IC47_2_AND_IC48_2_AND_IC49_2), ._1G(1'b0), ._1C0(ABX8), ._1C1(ABX1), ._1C2(AVAX0), ._1C3(AVAX7), ._1Y(XXA0), ._2G(1'b0), ._2C0(ABX9), ._2C1(ABX2), ._2C2(AVAX1), ._2C3(AVAX8), ._2Y(XXA1));
	ls153 IC46(._A(XG), ._B(IC17_8_TO_IC42_2_AND_IC43_2_AND_IC44_2_AND_IC45_2_AND_IC46_2_AND_IC47_2_AND_IC48_2_AND_IC49_2), ._1G(1'b0), ._1C0(ABX0), ._1C1(ABX7), ._1C2(AVBX6), ._1C3(AVBX13), ._1Y(XXB6), ._2G(1'b0), ._2C0(1'b0), ._2C1(1'b1), ._2C2(1'b0), ._2C3(1'b0), ._2Y());
	ls153 IC47(._A(XG), ._B(IC17_8_TO_IC42_2_AND_IC43_2_AND_IC44_2_AND_IC45_2_AND_IC46_2_AND_IC47_2_AND_IC48_2_AND_IC49_2), ._1G(1'b0), ._1C0(ABX12), ._1C1(ABX5), ._1C2(AVBX4), ._1C3(AVBX11), ._1Y(XXB4), ._2G(1'b0), ._2C0(ABX13), ._2C1(ABX6), ._2C2(AVBX5), ._2C3(AVBX12), ._2Y(XXB5));
	ls153 IC48(._A(XG), ._B(IC17_8_TO_IC42_2_AND_IC43_2_AND_IC44_2_AND_IC45_2_AND_IC46_2_AND_IC47_2_AND_IC48_2_AND_IC49_2), ._1G(1'b0), ._1C0(ABX10), ._1C1(ABX3), ._1C2(AVBX2), ._1C3(AVBX9), ._1Y(XXB2), ._2G(1'b0), ._2C0(ABX11), ._2C1(ABX4), ._2C2(AVBX3), ._2C3(AVBX10), ._2Y(XXB3));
	ls153 IC49(._A(XG), ._B(IC17_8_TO_IC42_2_AND_IC43_2_AND_IC44_2_AND_IC45_2_AND_IC46_2_AND_IC47_2_AND_IC48_2_AND_IC49_2), ._1G(1'b0), ._1C0(ABX8), ._1C1(ABX1), ._1C2(AVBX0), ._1C3(AVBX7), ._1Y(XXB0), ._2G(1'b0), ._2C0(ABX9), ._2C1(ABX2), ._2C2(AVBX1), ._2C3(AVBX8), ._2Y(XXB1));
endmodule
</file>
==> flow_metrics.py <==
# Auto-generated metrics
metrics = {
    "drt": {
        "antenna_left": 0,
        "drtIter0Drc": 5,
        "wire_per_inst_um": 16.2,
        "vias": 497,
        "detail_route.drc_violations": 0,
        "drtPass1Iterations": 2,
        "wl_um": 2090,
        "via_per_inst": 3.85,
        "diodes": 0,
    },
    "placed_design": {
        "gp_congestion": 0.762,
        "dp.cells": 124,
        "placed_area_um2": 1030,
        "dpl.hpwl_um": 1760,
        "preCtsSetupSlack_ns": -0.794,
        "port_buffers": 59,
    },
    "floorplanning": {
        "die_y_um": 80,
        "ioPinCount": 60,
        "core-area_um2": 3420,
        "die_w_um": 80,
        "num_rows": 21,
        "dieArea_um2": 6400,
        "fp_util_pct": 11.0,
    },
    "power_and_ir_drop": {
        "p_per_area_nw_per_um2": 241,
        "leakage_nw": 0.452,
        "power.total_w": 0.000230,
        "irDropWorstVdd_uv": 66.9,
    },
    "final_timing": {
        "drv_slew": 0,
        "fin_crit_sh_pct": 100,
        "hold_viol_final": 0,
        "setup_slack_ns": -0.000348,
        "slew-limit-headroom_pct": 93.7,
        "max_freq_mhz": 667,
        "setup_viol": 1,
        "rsz0062_at_grt": "yes",
        "min_period_ns": 1.50,
        "worst_slew_pin_slew_ns": 0.0944,
    },
    "yosys": {
        "syn_inst": 18,
        "ys_seq_share_pct": 0,
        "syn_area_um2": 377,
        "synth.avg_cell_area_um2": 20.9,
        "ys_area_um2": 377,
        "yosys_warnings": 8,
        "synthDistinctLibCells": 6,
        "ys_cells": 18,
    },
    "grt": {
        "grt_pass1_wl_um": 3280,
        "first_global_vias": 630,
        "overflow": 0,
        "grt.total_usage_pct": 6.43,
        "grt_max_degree": 10,
        "grt_antenna_before_repair": 0,
    },
    "critical_path": {
        "cp.required_ns": 1.20,
        "cp_top_family": "multiplexers",
        "cp_common_cell": "buf_6",
        "crit_slowest_cell": "mux4_2",
        "cp-end-kind": "output port",
        "crit_buf_inv": 4,
        "crit_chain": "buf_8 > buf_6 > buf_6 > mux4_2 > buf_2",
        "criticalPathCategory": "input pin to output port",
        "setup.worst_path.start_class": "input pin",
        "critPathMaxFanout": 3,
        "slowest_delay_ns": 0.49,
        "arrival_ns": 1.20,
    },
    "outcome": {
        "violations": "setup timing",
        "status": "finished with violations",
    },
    "layout": {
        "final_area_um2": 952,
        "synthToLayoutAreaGrowth_pct": 153,
        "finalNonFillerCells": 129,
        "clockBufferCount": 0,
        "logic_area_um2": 322,
        "flop_area_um2": 0,
        "flops": 0,
        "fillers": 386,
        "drive_above_1_share_pct": 47.0,
        "final_core_util_pct": 27.9,
    },
    "worst_hold_path": {
        "min_path_type": "input pin to output port",
    },
    "flow_run": {
        "maxCapViolations": 0,
        "warning_count": 35,
    },
}
==> cells in the final DEF, fill, tap and decap left out <==
cell type | synthesis | layout
buf_12 | 1 | 1
mux4_2 | 9 | 14
buf_2 | 1 | 15
buf_6 | 1 | 6
buf_8 | 0 | 1
nor2b_1 | 1 | 1
dlygate4sd2_1 | 0 | 42
buf_4 | 0 | 2
dlymetal6s2s_1 | 0 | 1
==> area by class of cell <==
type               count  share of cell area, %
well taps             46                   6.04
multi-input cells     15                   33.8
repair buffers        68                   60.2
==> metal layers <==
layer,GRT usage [%],share of wire (%)
met3,3.75,14
met4,0,0
met2,9.79,42
met1,8.22,43
met5,0,0
==> Yosys cell counts <==
master   number  area, um2
mux4_2        9        203
mux4_1        5        131
buf_12        1       20.0
buf_2         1       5.00
buf_6         1       11.3
nor2b_1       1       6.26
==> where the power goes <==
| group | switching, W | total [W] | internal, W |
|---|---|---|---|
| clock | 0 | 0 | 0 |
| sequential | 0 | 0 | 0 |
| combinational | 0.0000616 | 0.000230 | 0.000168 |
| total | 0.0000616 | 0.000230 | 0.000168 |
==> tightest hold or removal path, delay by kind of cell <==
kind                   cells  cell delay [ns]
buffers and inverters      3             0.38
and+or+nand+nor            1             0.04
==> final timing paths <==
kind	slack, ns	to	depth (start not counted)	from
setup / recovery	-0.0003	XXB6	5	XG
hold / removal	1.02	WE	4	input pin
==> cells by family (layout without fill, tap and decap cells) <==
logic type / after synthesis / in the layout / share of synthesized area (%)
buf+inv: 3 / 68 / 9.63
simple gates: 1 / 1 / 1.66
mux: 14 / 14 / 88.7
==> stage by stage <==
| stage | setup TNS, ns | hold slack, ns |
|---|---|---|
| final | -0.000348 | 1.02 |
| after detailed placement | -10.97 | 1.72 |
| after CTS | -0.0384 | 1.09 |
| after floorplan | 0 | 0.686 |
| after global routing | -0.162 | 1.05 |
| after global placement | -10.90 | 1.72 |
==> repair_timing <==
action / CTS / global route
gates cloned: 1 / 0
endpoints found under the setup margin: 15 / 6
buffers inserted: 3 / 1
gates resized: 107 / 1
hold buffers: 0 / 0
pin swaps: 0 / 0
Power figures rest on the tool's default switching activity, not on a simulated workload.
